File: run.sh
#!/bin/bash
# OpenROAD 26Q1-2900-gdf79404cd8, Yosys 0.63+post, stock flow scripts
make -C /OpenROAD-flow-scripts/flow DESIGN_CONFIG=/design/flow/config.mk WORK_HOME=/design/flow/orfs finish
File: config.mk
export PLATFORM = sky130hd
export DESIGN_NAME = linear_out
export DESIGN_NICKNAME = linear_out
export VERILOG_FILES = /design/flow/design.v
export SDC_FILE = /design/flow/constraint.sdc
export NUM_CORES = 4
export LEC_CHECK = 1
export CORE_AREA = 10 10 106 106
export DIE_AREA = 0 0 116 116
File: constraint.sdc
current_design linear_out

set clk_period 1.5
set clk_io_pct 0.2

create_clock -name clk0 -period $clk_period [get_ports {clock}]

set non_clock_inputs [all_inputs -no_clocks]
set_input_delay [expr $clk_period * $clk_io_pct] -clock clk0 $non_clock_inputs
set_output_delay [expr $clk_period * $clk_io_pct] -clock clk0 [all_outputs]
File: design.v
module linear_out
(
	input  clock,
	input  resetn,
	input [1:0] region,
	input  [31:0] x,
	output reg [31:0] y
);
	always @(posedge clock) begin
		if (!resetn)
			y <= 32'h00000000;
		else begin
			if ((region == 2'b01) && (x[31] == 1'b0))
				y <= 32'h3F800000;  
			else if ((region == 2'b01) && (x[31] == 1'b1))
				y <= 32'hBF800000;  
			else if (region == 2'b10)
				y <= x;
			else
				y <= 32'h00000000;  
		end
	end
endmodule
==> out/summary.txt <==
CTS buffer count: 5
Power share of the combinational group: 0.095
Synth Cell Area: 943 sq um
#FFs+latches synth: 32
Hold path start: x[31]
Root Buffer: clkbuf_8
Metal3 WL: 359 um
Worst path max stage delay: 0.50 ns
First-pass GRT wire length: 4.66 mm
Crit path cell chain: clkdlybuf4s50_1
Slew Limit Fails: 0
Number of global-route vias before repair: 814
Crit path buf inv count: 1
Met1 wire length: 1.19 mm
WS Path Type: reg2out
Worst Setup Start Kind: flip-flop
Drt total wl: 3.20 mm
Synthesized instance count: 79
Ys cells: 79
I/O Pins: 68
Final setup violation count: 0
Fmax: 721 MHz
Die Y: 116 um
Highest routed layer: met4
NetSw: 0.366 mW
Via count: 782
Share of cells above drive strength 1: 0.157
Hold crit path type: in2reg
Placer Congestion: 0.679
Status: complete, no violations
Internal power: 1.61 mW
Top register by number of flip-flops: y
H-tree depth: 2
Total gr overflow: 0
HPWL after DPL: 2.67 mm
Yosys top cell area share: 0.679
Sequential share of power: 0.448
Critical Path AT: 1.09 ns
Async set-reset flop share out of synthesis: 0
Largest net degree at the start of global routing: 25
Most frequent cells after synthesis: 32 x dfxtp_1, 13 x and2_2, 11 x and2_1
Met2 wire len: 1.59 mm
CP required: 1.20 ns
Critical path fanouts, max: 1
RSZ-0062 raised after global routing: no
Delay-heaviest family, CP: buffers and inverters
Clk buf depth: 2
Post-synth EDFFs: 0
Number of max-cap violations: 0
Post-CTS setup buffers: 0
Initial DRC Count: 7
Die area: 13500 sq um
Routed len/inst: 12.2 um
WHS Path Cells: 3
Post-Syn Area per Cell: 11.9 sq um
Initial antenna violation count: 0
Area grow syn2layout: 96.8%
Die Wd: 116 um
Hold Path Sink: y[31]
IO Port Bufs: 67
Count leader, synth: dfxtp_1
DRC: 0
Row count: 34
Worst-path clk slew: 0.07 ns
Post-layout util: 0.210
Post-route ant nets: 0
ANT cells: 0
Netlist cell types: 10
Post-route minimum period: 1.39 ns
Top_reg_cell synth: dfxtp_1
Leakage: 0.704 nW
Total global routing track utilization: 0.0456
Worst Setup End Kind: primary output
Hold_buf cts: 0
Core Region: 8850 sq um
CTS tree: built
Number of flip-flops in the largest register: 32
Switch share: 0.185
Vias/cell: 3.00
Max stage delay cell, worst path: clkdlybuf4s50_1
Yosys warnings: 1
Tool Warnings: 25
Top cells by area: dfxtp_1 68%, and2_2 10%, and2_1 7.3%
Sink Count: 32
Starting Density: 0.107
Relative slew margins: 0.830
Largest regs: y (32)
Clock network power share: 0.457
Pwr Density: 1060 nW/um^2
CTS resizes: 0
Post-synthesis sequential area ratio: 0.679
Worst vdd ir: 0.000524 V
Final period utilization: 0.925
Worst slew pin tran: 0.255 ns
Yosys synthesis chip area: 943 sq um
Synth area leader: dfxtp_1
First-pass DRT Iterations: 2
Setup TNS: 0 ns
Final Hold Fails: 0
-- layout make-up --
class                   instances  area, sq um
flip-flops and latches         32          641
clock buffers                   7         96.3
repair buffers                 69          686
well taps                     108          135
clock inverters                 1         30.0
fillers                       960         6990
multi-input cells              44          269
-- per-layer routing --
metal	up-vias	global-route usage
met2	39	0.0785
met3	6	0.0251
li1	391	-
met5	-	0
met4	0	0.00751
met1	346	0.0491
-- per-stage QoR --
stage          hold WS (ns)  area, sq um  total power, mW  instances  worst slack [ns]
6_report              0.539         1860             1.98        261             0.113
5_1_grt               0.536         1860             2.07        261            0.0656
3_3_place_gp          0.839         1730             1.10        253            0.0647
3_5_place_dp          0.832         1730             1.10        253            0.0139
2_1_floorplan         0.416          943            0.937         79             0.496
4_1_cts               0.520         1860             2.02        261            0.0718
-- cells in the final DEF (no fill, tap or decap) --
master / instances
a21oi_1: 1
and2_1: 11
and2_2: 13
and3b_4: 1
buf_4: 2
bufinv_16: 1
clkbuf_8: 7
clkdlybuf4s50_1: 67
dfxtp_1: 32
nand2_1: 8
nand2b_1: 2
nand3b_1: 1
o21ai_0: 7
-- power by group through the flow --
stage	Sequential (mW)	Clock (mW)	Combinational, mW
after global routing	0.888	0.980	0.206
after CTS	0.886	0.944	0.194
final	0.886	0.904	0.188
-- kinds of logic (layout without fill, tap and decap cells) --
logic type / after synthesis / count (layout) / synth area share
simple gates: 36 / 36 / 0.243
compound gates: 8 / 8 / 0.0424
buf+inv: 3 / 77 / 0.0358
flops: 32 / 32 / 0.679
-- worst max path at each step --
stage / start / cells after the start / slack (ns) / to
global route: y[9] / 1 / 0.07 / y[9]
finish: y[17] / 1 / 0.11 / y[17]
CTS: y[17] / 1 / 0.07 / y[17]
Power figures rest on the tool's default switching activity, not on a simulated workload.
